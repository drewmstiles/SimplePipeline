===== /design/flow/design.v =====
module ALU (ALUctl, A, B, ALUOut, Zero);
	input [3:0] ALUctl;
	input [31:0] A, B;
	output reg [31:0] ALUOut;
	output Zero;
	assign Zero = (ALUOut==0);
	always @(ALUctl, A, B) begin  
		case (ALUctl)
			0: ALUOut <= A & B;
			1: ALUOut <= A | B;
			2: ALUOut <= A + B;
			6: ALUOut <= A - B;
			7: ALUOut <= A < B ? 1 : 0;
			default: ALUOut <= B;  
		endcase
	end
endmodule

===== /design/flow/run.sh =====
#!/bin/bash
# OpenROAD 26Q1-2900-gdf79404cd8, Yosys 0.63+post, stock flow scripts
make -C /OpenROAD-flow-scripts/flow DESIGN_CONFIG=/design/flow/config.mk WORK_HOME=/design/flow/orfs finish

===== /design/flow/config.mk =====
export PLATFORM = sky130hd
export DESIGN_NAME = ALU
export DESIGN_NICKNAME = ALU
export VERILOG_FILES = /design/flow/design.v
export SDC_FILE = /design/flow/constraint.sdc
export NUM_CORES = 4
export LEC_CHECK = 1
export CORE_UTILIZATION = 40

===== /design/flow/constraint.sdc =====
current_design ALU

set clk_period 23.8
set clk_io_pct 0.2

create_clock -name clk0 -period $clk_period

set non_clock_inputs [all_inputs -no_clocks]
set_input_delay [expr $clk_period * $clk_io_pct] -clock clk0 $non_clock_inputs
set_output_delay [expr $clk_period * $clk_io_pct] -clock clk0 [all_outputs]

==> flow_metrics.tcl <==
# implementation run metrics
set metrics [dict create \
    nFillCells 1495 \
    dp_hpwl_mm 17.8 \
    ys_cells 897 \
    post_cts_buffers 0 \
    die-height_um 123 \
    grt_usage 0.304 \
    first_pass_iters 5 \
    crit_chain "clkdlybuf4s50_1 > ha_1 > inv_1 > fa_1 > and2b_1 > o21ai_1 > a2111oi_1 > o41a_1 > nor2_1 > o41ai_1 > a21oi_1 > nor4_1 > nand4b_1 > nor4_2 > clkdlybuf4s50_1" \
    clock.fmax_mhz 67.9 \
    clockBufferCount 0 \
    vias 7040 \
    grt_pass1_vias 6493 \
    power_density_nw_per_um2 22.8 \
    final_util 0.498 \
    drc 0 \
    period_used_share 0.619 \
    design_area_um2 7050 \
    grt_setup_unrepaired "false" \
    warning_count 103 \
    hold_viol 0 \
    grt_pass1_wl_mm 35.4 \
    critPathSlowestCell "a2111oi_1" \
    critical_path_class "input port to output pin" \
    crit_family "AND-OR/OR-AND gates" \
    endpoint_kind "output pin" \
    routed_wirelength_mm 22.6 \
    drive_above_1_share 0.0396 \
    die_area_um2 15200 \
    slew-limit-headroom 0.303 \
    placed_area_um2 7050 \
    viasPerCell 6.18 \
    antenna_found_initial 0 \
    common_cells "ha_1, inv_1, nor2_1" \
    slew_viol_final 0 \
    worst_slew_pin_slew_ns 1.04 \
    io_buffer_count 101 \
    postCtsHoldBufs 0 \
    synth_area_leader_cell "ha_1" \
    cts_resized 0 \
    logic_area_um2 5320 \
    antenna_cells 0 \
    ios 101 \
    fin_crit_ns 14.73 \
    syn_area_um2 5890 \
    syn-instance-count 897 \
    p_leak_uw 0.00302 \
    syn_avg_cell_area_um2 6.57 \
    yosysWarnings 1 \
    area_delta_synth_final_pct 19.6 \
    rows 43 \
    core_um2 14100 \
    synth_seq_share 0 \
    die_w_um 123 \
    top_cell_area_share 0.219 \
    max_stage_delay_ns 0.99 \
    cp.arrival_ns 9.97 \
    required_ns 19.04 \
    hp-class "input port to output pin" \
    status "complete, no violations" \
    crit_fanout 4 \
    topCellsByArea "ha_1, a21oi_1, inv_1" \
    cp.buffers_inverters 3 \
    critPathLaunchType "input port" \
    fin_setup_tns_ns 0 \
    grt_overflow 0 \
    power.total_uw 161 \
    crit_top_cell "clkdlybuf4s50_1" \
    ys_chip_area_um2 5890 \
    setup-violations-final 0 \
    grt_max_degree 33 \
    regArea_um2 0 \
    wire_per_inst_um 19.9 \
    nFlopsAndLatches 0 \
    initCoreUtil 0.416 \
    ant_nets 0 \
    drt_iter0_drc 634 \
    ys_types 91 \
    yosys.cell_count.top_type "ha_1" \
    ir_drop_mv 0.00950 \
    maxCapViolCount 0 \
    gp_congestion 1.01 \
]
[routing by layer]
metal	track usage	share of wire	wire, µm
met2	0.448	0.42	9530
met5	0	0	0
met4	0.0858	0.031	696
met1	0.466	0.47	10600
met3	0.0297	0.080	1820
[where the power goes]
| part | internal, µW | total [µW] | leakage, µW | switching (µW) |
|---|---|---|---|---|
| Clock | 0 | 0 | 0 | 0 |
| Combinational | 66.8 | 161 | 0.00302 | 94.1 |
| Sequential | 0 | 0 | 0 | 0 |
[per-stage QoR]
step / setup WS (ns) / hold WS [ns] / std cells
final: 9.07 / 10.54 / 1139
after global routing: 8.81 / 10.60 / 1139
after CTS: 9.20 / 10.55 / 1139
after detailed placement: 9.23 / 10.55 / 1139
after global placement: 9.17 / 10.56 / 1139
after floorplan: 11.41 / 9.59 / 897
[placed cells by master (no fill, tap or decap), types with 4 or more instances in the layout]
| master | count |
|---|---|
| o21ai_1 | 5 |
| inv_1 | 99 |
| a21oi_1 | 83 |
| nand4_1 | 12 |
| nand2b_1 | 10 |
| o221ai_1 | 9 |
| xnor2_1 | 8 |
| clkdlybuf4s50_1 | 101 |
| o22ai_1 | 8 |
| nor2b_1 | 15 |
| ha_1 | 103 |
| nand3_1 | 15 |
| o211ai_1 | 21 |
| o21bai_1 | 10 |
| a211oi_1 | 19 |
| a221o_1 | 5 |
| nor4_1 | 12 |
| or4_1 | 5 |
| o21ai_0 | 37 |
| o41ai_1 | 5 |
| a21o_1 | 11 |
| inv_2 | 6 |
| mux2i_1 | 7 |
| a311oi_1 | 6 |
| a41oi_1 | 6 |
| o21a_1 | 6 |
| o31ai_1 | 11 |
| a31oi_1 | 10 |
| a2bb2oi_1 | 4 |
| buf_4 | 13 |
| or3_1 | 12 |
| a32oi_1 | 4 |
| nand2_1 | 59 |
| nor3_1 | 21 |
| nor2_1 | 89 |
| a211o_1 | 6 |
| and2_1 | 9 |
| a221oi_1 | 12 |
[worst paths after layout]
check   from         end  slack, ns  cells after the start
max     B[0]        Zero       9.07                     15
min    B[14]  ALUOut[14]      10.54                      4
[cell type report]
type,instances,share of cell area
multi-input combinational,740,0.755
timing repair buffer,114,0.157
inverter,105,0.0559
tap,180,0.0320
[logic make-up after synthesis]
family,after synthesis,synth area share
adder cells (fa/ha/maj),105,0.226
XOR/XNOR,10,0.0149
AND/OR/NAND/NOR,291,0.250
AND-OR/OR-AND,326,0.393
multiplexers,8,0.0138
buffers and inverters,157,0.103
Power and IR drop assume default switching activity.
