<file path="flow/config.mk">
export PLATFORM = sky130hd
export DESIGN_NAME = PC
export DESIGN_NICKNAME = PC
export VERILOG_FILES = /design/flow/design.v
export SDC_FILE = /design/flow/constraint.sdc
export NUM_CORES = 4
export LEC_CHECK = 1
export CORE_AREA = 10 10 89 89
export DIE_AREA = 0 0 99 99
</file>
<file path="flow/constraint.sdc">
current_design PC

set clk_period 3.9
set clk_io_pct 0.2

create_clock -name clk0 -period $clk_period [get_ports {clock}]

set non_clock_inputs [all_inputs -no_clocks]
set_input_delay [expr $clk_period * $clk_io_pct] -clock clk0 $non_clock_inputs
set_output_delay [expr $clk_period * $clk_io_pct] -clock clk0 [all_outputs]
</file>
<file path="flow/design.v">
module PC(
	input clock,
	output reg [31:0] PCout
    );
	always @(posedge clock)
		begin
			PCout = PCout + 4;
		end
	initial PCout = 0;
endmodule
</file>
<file path="flow/run.sh">
#!/bin/bash
# OpenROAD 26Q1-2900-gdf79404cd8, Yosys 0.63+post, stock flow scripts
make -C /OpenROAD-flow-scripts/flow DESIGN_CONFIG=/design/flow/config.mk WORK_HOME=/design/flow/orfs finish
</file>
==> run_results.csv <==
group,metric,value,unit
run_status,status,"finished clean",
global_routing,grt_overflow,0,
cts,cts_tree,"built",
pwr,powerDensity,331,nW/um^2
synthesis,ys_ff,30,
placement,detailed_place_hpwl,2.02,mm
routing,num_vias,847,
setup_path,crit_path_start,"PCout[9]",
cts,holdBufCountCts,0,
floorplan,chip_area,9800,sq um
cts,clock.latency.late_pin,0.28,ns
setup_path,crit_required,3.12,ns
global_routing,met1_usage,7.25,%
setup_path,crit_arrival,1.28,ns
final_timing,worst_pin_slew,0.518,ns
placement,dp_cells,217,
final_timing,finClkSkew,0.00387,ns
global_routing,grt_util_met2,7.01,%
routing,drt_iter0_drc,21,
layout,final_cell_count_no_fill,225,
cts,clock_tree.htree_level_count,2,
cts,numCtsBuffers,5,
synthesis,ys_cells,113,
setup_path,rr_endpoint,"PCout[30]",
cts,postCtsSetupBuffers,0,
placement,portBuffers,30,
routing,drc,0,
routing,wire_per_inst,11.6,um
pwr,leakagePower,0.596,nW
setup_path,path_buffers,1,
routing,detail_route.antenna_diodes,0,
global_routing,met3_usage,2.47,%
floorplan,fp_util,20.3,%
floorplan,row_count,28,
global_routing,grt_pass1_vias,802,
global_routing,grt_use_total,5.18,%
setup_path,endpoint,"PCout[9]",
synthesis,synth_warnings,1,
final_timing,finalCriticalPeriod,2.06,ns
hold_path,hold_path.class,"reg -> reg",
layout,seqCellArea,601,sq um
global_routing,busiest_layer,"met1",
floorplan,coreArea,5990,sq um
setup_path,crit_path_max_fanout,6,
layout,n_fill_cell,634,
layout,largest_reg_flops,30,
synthesis,synth_cell_types,20,
routing,totalWireLength,2.62,mm
synthesis,syn_avg_cell_area,10.7,sq um
synthesis,synthCells,113,
floorplan,die_w,99,um
setup_path,end_kind,"output pin",
cts,ctsResizeCount,0,
setup_path,crit_cells,1,
flow_run,cap_violations,0,
cts,clock-sinks,30,
final_timing,setup_viol,0,
final_timing,period_used_share,52.8,%
flow_run,log.warning_count,25,
setup_path,cp_slowest_stage_delay,0.52,ns
pwr,peakVddDrop,101,uV
layout,final_cell_area,1690,sq um
setup_path,r2r_setup_slack,2.18,ns
final_timing,drv_slew,0,
final_timing,max_freq,486,MHz
layout,syn2layout_area_growth,39.1,%
global_routing,antenna_found_initial,0,
setup_path,cp-start-kind,"flop",
routing,drt_pass1_iterations,4,
cts,cts_buffer_depth,2,
floorplan,die_height,99,um
floorplan,pin_count,33,
global_routing,grt_pass1_wl,4.27,mm
global_routing,grt_max_degree,10,
setup_path,cp_slowest_cell,"clkdlybuf4s50_1",
setup_path,worstSetupPathType,"reg -> out",
setup_path,crit_family,"buffers and inverters",
cts,root_buffer,"clkbuf_8",
final_timing,final-hold-violation-count,0,
synthesis,ys_seq_share,49.5,%
cts,path_clk_slew,0.06,ns
routing,detail-route-antenna-nets,0,
layout,logic_area,591,sq um
placement,dpl_cell_area,1600,sq um
synthesis,yosys_area,1210,sq um
placement,place.gp.congestion,0.719,
final_timing,fin_setup_tns,0,ns
final_timing,rsz0062_at_grt,"no",
layout,drive_gt1_share,9.33,%
final_timing,slew_headroom,65.2,%
setup_path,crit_chain,"clkdlybuf4s50_1",
synthesis,synthesis.area,1210,sq um
routing,viasPerCell,3.76,
setup_path,r2r_start,"PCout[2]",
setup_path,r2r_cells,5,
## kinds of logic after synthesis
kind of cell	after synthesis	share of synthesized area [%]
simple gates	48	26.8
flops	30	49.5
xor+xnor	28	20.2
buf+inv	5	2.16
fa+ha+maj	1	1.03
other cells	1	0.309
## cell usage after synthesis
master / count / share of area [%]
xor2_1: 9 / 6.5
nand4_1: 6 / 3.1
nand3_4: 1 / 1.4
xnor2_1: 19 / 14
nor4_4: 3 / 5.3
buf_4: 2 / 1.2
and3_1: 4 / 2.1
nand4_4: 1 / 1.8
nor2_1: 6 / 1.9
dfxtp_1: 30 / 49
nor3_1: 3 / 1.2
ha_1: 1 / 1.0
nor4_1: 1 / 0.52
nand2_1: 10 / 3.1
conb_1: 1 / 0.31
nand3_1: 10 / 4.1
inv_1: 3 / 0.93
nand4_2: 1 / 1.0
nand3_2: 1 / 0.82
or2_1: 1 / 0.52
## worst min path at each step
stage | start | endpoint | slack, ns | cells past startpoint
CTS | PCout[2] | PCout[2] | 0.44 | 1
global route | PCout[2] | PCout[2] | 0.47 | 1
finish | PCout[2] | PCout[2] | 0.44 | 1
## layout by cell type (no fill, tap or decap), drive strengths merged
master         count
and3               4
clkbuf             7
clkdlybuf4s50     30
clkinv             1
conb               2
dfxtp             30
ha                 1
inv                3
nand2             10
nand3             12
nand4              8
nor2               6
nor3               3
nor4               4
or2                1
xnor2             19
xor2               9
## metrics by stage
step                worst slack (ns)  hold WS [ns]  total power [mW]  utilization, %
finish                          1.84         0.439             0.559            28.2
CTS                             1.83         0.440             0.569            28.2
floorplan                       2.42         0.393             0.315               -
global placement                2.15         0.415             0.313            26.7
global route                    1.79         0.468             0.584            28.2
detailed placement              2.14         0.426             0.313            26.7
## per-layer routing
layer / wire length (um) / part of all wire, % / vias up
li1: - / - / 452
met1: 1310 / 50 / 364
met2: 1010 / 39 / 26
met3: 231 / 8.8 / 5
met4: 70 / 2.7 / 0
met5: 0 / 0 / -
## report_power, final
| part | switching (mW) | total, mW | internal (mW) |
|---|---|---|---|
| registers | 0 | 0.306 | 0.306 |
| logic | 0.0000879 | 0.0000882 | 0 |
| clock network | 0.111 | 0.253 | 0.142 |
## area by class of cell
cell class	count	area share (%)
Clock inverter	1	0.297
Clock buffer	7	5.11
Multi-Input combinational cell	79	35.0
Timing Repair Buffer	30	17.8
Tap cell	75	5.56
Sequential cell	30	35.6
Inverter	3	0.667
No activity file was given, so power comes from the tool's default toggle rates.
