`design/flow/run.sh`:
```
#!/bin/bash
# OpenROAD 26Q1-2900-gdf79404cd8, Yosys 0.63+post, stock flow scripts
make -C /OpenROAD-flow-scripts/flow DESIGN_CONFIG=/design/flow/config.mk WORK_HOME=/design/flow/orfs finish
```
`design/flow/config.mk`:
```
export PLATFORM = sky130hd
export DESIGN_NAME = MUX_32
export DESIGN_NICKNAME = MUX_32
export VERILOG_FILES = /design/flow/design.v
export SDC_FILE = /design/flow/constraint.sdc
export NUM_CORES = 4
export LEC_CHECK = 1
export CORE_AREA = 10 10 70 70
export DIE_AREA = 0 0 80 80
```
`design/flow/constraint.sdc`:
```
current_design MUX_32

set clk_period 1.0
set clk_io_pct 0.2

create_clock -name clk0 -period $clk_period

set non_clock_inputs [all_inputs -no_clocks]
set_input_delay [expr $clk_period * $clk_io_pct] -clock clk0 $non_clock_inputs
set_output_delay [expr $clk_period * $clk_io_pct] -clock clk0 [all_outputs]
```
`design/flow/design.v`:
```
module MUX_32(
    input [31:0] In0,
    input [31:0] In1,
    input Sel,
    output reg [31:0] Out
    );
	 always@(In0, In1, Sel)
		 case (Sel)
			 0: Out <= In0;
			 1: Out <= In1;
		 endcase
endmodule
```
==> flow_results.xml <==
<?xml version="1.0" encoding="UTF-8"?>
<metrics>
  <group name="cells_and_area">
    <metric name="count_of_placed_standard_cells_in_the_final_layout_fillers_left_out" unit="">192</metric>
    <metric name="sequential_cell_area" unit="µm²">0</metric>
    <metric name="num-fill-cells" unit="">327</metric>
    <metric name="drive_gt1_frac" unit="">0.562</metric>
    <metric name="area_growth" unit="%">212</metric>
    <metric name="final_area" unit="mm²">0.00170</metric>
    <metric name="sequential_cell_total" unit="">0</metric>
    <metric name="n_clock_buffer" unit="">0</metric>
  </group>
  <group name="final_timing">
    <metric name="finalCritPeriodShare" unit="">1.18</metric>
    <metric name="finalWorstSetupSlack" unit="ns">-0.175</metric>
    <metric name="post-route-min-period" unit="ns">1.18</metric>
    <metric name="rsz0062_at_grt" unit="">true</metric>
    <metric name="worst-slew-pin-transition" unit="ns">0.0611</metric>
    <metric name="finalMaxSlewViolations" unit="">0</metric>
    <metric name="timing.max_slew.rel_slack" unit="">0.959</metric>
    <metric name="final_hold_viol_count" unit="">0</metric>
    <metric name="fmax" unit="MHz">851</metric>
    <metric name="fin_hold_ws" unit="ns">0.694</metric>
    <metric name="setup-violations-final" unit="">32</metric>
  </group>
  <group name="critical_path">
    <metric name="path_max_fanout" unit="">7</metric>
    <metric name="worst_path_most_repeated_cell" unit="">sky130_fd_sc_hd__buf_12</metric>
    <metric name="timing.critical_path.slowest_cell_delay" unit="ns">0.30</metric>
    <metric name="critPathCaptureType" unit="">output pin</metric>
    <metric name="crit_type" unit="">in2out</metric>
    <metric name="startpoint_class_of_the_critical_path" unit="">primary input</metric>
    <metric name="path_cells" unit="">buf_12, buf_12, buf_8, mux2_4, buf_6</metric>
    <metric name="worst-endpoint-arrival" unit="ns">0.98</metric>
    <metric name="slowest_stage" unit="">sky130_fd_sc_hd__mux2_4</metric>
    <metric name="cp.required" unit="ns">0.80</metric>
  </group>
  <group name="floorplan">
    <metric name="dieArea" unit="mm²">0.00640</metric>
    <metric name="initCoreUtil" unit="">0.159</metric>
    <metric name="die_height" unit="µm">80</metric>
    <metric name="io-pin-count" unit="">97</metric>
    <metric name="fp.coreArea" unit="mm²">0.00342</metric>
    <metric name="placement_rows" unit="">21</metric>
    <metric name="die_w" unit="µm">80</metric>
  </group>
  <group name="synth">
    <metric name="yosysChipArea" unit="µm²">544</metric>
    <metric name="syn_area_per_cell" unit="µm²">15.1</metric>
    <metric name="seq_area_frac_synth" unit="">0</metric>
    <metric name="netlist-cell-type-count" unit="">4</metric>
    <metric name="synthesis.area" unit="µm²">544</metric>
    <metric name="synth.yosys.num_cells" unit="">36</metric>
    <metric name="post_synth_inst_count" unit="">36</metric>
    <metric name="ys_warn_count" unit="">1</metric>
  </group>
  <group name="route">
    <metric name="avgRoutedWirePerCell" unit="µm">14.8</metric>
    <metric name="route.detailed.drc" unit="">0</metric>
    <metric name="detailroute.via_count" unit="">730</metric>
    <metric name="detailed_route_wire_length" unit="mm">2.85</metric>
    <metric name="route.antenna.remaining_nets" unit="">0</metric>
    <metric name="drt-initial-drc-count" unit="">4</metric>
    <metric name="n_antenna_cell" unit="">0</metric>
    <metric name="dr.pass1.iters" unit="">2</metric>
    <metric name="routed_via_density" unit="">3.80</metric>
  </group>
  <group name="placed_design">
    <metric name="place_hpwl" unit="mm">2.40</metric>
    <metric name="post-place-cells" unit="">177</metric>
    <metric name="postPlaceCellArea" unit="mm²">0.00154</metric>
    <metric name="detailedPlace.worstSlack" unit="ns">-0.497</metric>
    <metric name="place.gp.congestion" unit="">0.760</metric>
    <metric name="place.port_buffers" unit="">97</metric>
  </group>
  <group name="status">
    <metric name="failing_checks" unit="">setup timing</metric>
    <metric name="run_status" unit="">finished with violations</metric>
  </group>
  <group name="global_route">
    <metric name="antenna_found_initial" unit="">0</metric>
    <metric name="groute.usage.overall" unit="">0.0787</metric>
    <metric name="grt_start_max_net_pins" unit="">8</metric>
    <metric name="grt_pass1_wl" unit="mm">4.15</metric>
    <metric name="globalRouteOverflowTotal" unit="">0</metric>
    <metric name="number_of_global_route_vias_before_repair" unit="">824</metric>
  </group>
  <group name="min_path">
    <metric name="hold_depth" unit="">3</metric>
    <metric name="hold_path.class" unit="">in2out</metric>
  </group>
  <group name="power">
    <metric name="vdd_drop_max" unit="mV">0.173</metric>
    <metric name="cellPowerDensity" unit="mW/mm²">389</metric>
    <metric name="power.leakage" unit="nW">0.990</metric>
  </group>
  <group name="run">
    <metric name="timing.max_cap.violations" unit="">0</metric>
    <metric name="tool_warnings" unit="">34</metric>
  </group>
  <group name="clock_network">
    <metric name="cts_hold_buffers" unit="">0</metric>
  </group>
</metrics>
==> per-stage QoR <==
stage / setup TNS (ns) / util / power, mW
2_1_floorplan: 0 / - / 0.206
3_3_place_gp: -15.25 / 0.450 / 0.654
3_5_place_dp: -15.27 / 0.450 / 0.655
4_1_cts: -5.20 / 0.470 / 0.644
5_1_grt: -5.62 / 0.497 / 0.706
6_report: -5.03 / 0.497 / 0.660
==> area by class of cell <==
class              count  area (µm²)  area share
well taps             46        57.6      0.0339
repair buffers       114        1160       0.683
multi-input cells     32         480       0.283
==> worst max-delay path, delay by kind of cell <==
family | cells | cell delay (ns)
buffers and inverters | 4 | 0.47
multiplexers | 1 | 0.30
==> power breakdown <==
part / total, mW / internal (mW) / switching, mW
logic: 0.660 / 0.519 / 0.141
registers: 0 / 0 / 0
clock network: 0 / 0 / 0
total: 0.660 / 0.519 / 0.141
==> layer usage <==
metal	GRT usage	routed length, µm	up-vias
li1	-	-	362
met1	0.0897	1140	317
met2	0.143	1390	51
met3	0.0307	313	0
met4	0	0	0
met5	0	0	-
==> what timing repair did <==
item,4_1_cts,5_1_grt
resized,170,23
endpoints found under the setup margin,32,32
gates cloned,1,0
setup buffers,14,0
==> cells in the mapped netlist (all sizes together) <==
cell type | n | area share
mux2 | 32 | 0.87
buf | 4 | 0.13
==> cell families (layout without fill, tap and decap cells) <==
kind of cell,after synthesis,in the layout,synth area share
muxes,32,32,0.869
buffers and inverters,4,114,0.131
==> cell usage in the layout (no fill, tap or decap), drive strengths merged <==
cell           Yosys  final
mux2              32     32
clkdlybuf4s50      0     10
dlymetal6s2s       0     14
buf                4     50
dlygate4sd2        0     40
==> final timing paths <==
path     from       to
max       Sel  Out[31]
min   In0[24]  Out[24]
Power and IR drop assume default switching activity.
